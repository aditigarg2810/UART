--- config.mk ---
export PLATFORM = sky130hd
export DESIGN_NAME = UART_Transmitter
export DESIGN_NICKNAME = UART_Transmitter
export VERILOG_FILES = /design/flow/design.v
export SDC_FILE = /design/flow/constraint.sdc
export NUM_CORES = 4
export LEC_CHECK = 1
export CORE_AREA = 10 10 70 70
export DIE_AREA = 0 0 80 80
--- constraint.sdc ---
current_design UART_Transmitter

set clk_period 1.1
set clk_io_pct 0.2

create_clock -name clk0 -period $clk_period [get_ports {clk}]

set non_clock_inputs [all_inputs -no_clocks]
set_input_delay [expr $clk_period * $clk_io_pct] -clock clk0 $non_clock_inputs
set_output_delay [expr $clk_period * $clk_io_pct] -clock clk0 [all_outputs]
--- design.v ---
`timescale 1ns / 1ps
module UART_Transmitter
	#(parameter CLOCKS_PER_BIT = 217)(
    input [7:0] databus,
	 input valid,
	 input clk,
	 output reg outserial
	 );
parameter IDLE = 2'b00, START = 2'b01, DATABIT = 2'b10, STOP = 2'b11;
reg [1:0] next_state;
reg [7:0] clock_count;
reg [2:0] index;
always @(posedge clk)
begin
	case(next_state)
		IDLE: begin
					if(valid == 1'b1)
						next_state <= START;
					else 
						next_state <= IDLE;
		      end
		START: begin
					if(clock_count < CLOCKS_PER_BIT - 1)
							next_state <= START;
					else 
							next_state <= DATABIT;
			end
		DATABIT: begin
						if(clock_count < CLOCKS_PER_BIT - 1)
								next_state <= DATABIT;
						else
							begin
								if(index < 3'b111)
									next_state <= DATABIT;
								else
									next_state <= STOP;
							end
					end
		STOP: begin
					if(clock_count < CLOCKS_PER_BIT - 1)
							next_state <= STOP;
					else 
							next_state <= IDLE;
				end
		default: next_state<=IDLE;
	endcase
end
	always @(next_state)
		begin
			case(next_state)
			IDLE: begin
				index = 1'h0;
				if(valid == 1'b1)
					clock_count = 0;
			      end
			START: begin
				outserial<=1'b0;
				clock_count= (clock_count < CLOCKS_PER_BIT - 1) ? (clock_count + 1'b1) : 1'b0;
				end
			DATABIT:begin
				outserial <= databus[index];
						if(clock_count < CLOCKS_PER_BIT - 1)
							clock_count = clock_count + 1'b1;
						else
							begin
								clock_count = 1'b0;
								index = (index < 1'b111) ? index + 1'b1 : 1'b0;
							end
			        end
			STOP: begin
				outserial = 1'b1;
				clock_count= (clock_count < CLOCKS_PER_BIT - 1) ? (clock_count + 1'b1) : 1'b0;
			      end
			endcase
	 	end
endmodule
--- run.sh ---
#!/bin/bash
# OpenROAD 26Q1-2900-gdf79404cd8, Yosys 0.63+post, stock flow scripts
make -C /OpenROAD-flow-scripts/flow DESIGN_CONFIG=/design/flow/config.mk WORK_HOME=/design/flow/orfs finish
==> metrics.csv <==
stage,metric,value,unit
run_status,status,completed,
cells_and_area,layout_top_cells,"11 x dlxtn_1, 10 x clkdlybuf4s50_1, 7 x nor2_1",
grt,first_global_vias,491,
cells_and_area,stdcell_count,125,
logic_synthesis,largest_area_cell,dlxtn_1,
logic_synthesis,postSynth.asyncResetShare,0,%
placement,gp_congestion,0.836,
sta,setup_viol,0,
sta,skew,0.00295,ns
grt,grt_util_all_layers,3.83,%
grt,gr-total-overflow,0,
sta,slew_headroom,72.6,%
power_and_ir_drop,powerDensity,358,nW/um2
cts,root_buffer,clkbuf_4,
logic_synthesis,ys_cells,67,
flow_run,maxCapViolations,0,
placement,dpl.cell_count,122,
cells_and_area,mostFrequentLayoutCell,dlxtn_1,
cts,cts_buffers,3,
power_and_ir_drop,irDropWorstVdd,0.000436,V
logic_synthesis,synthTopCellsByArea,"dlxtn_1 28%, dfxtp_1 6.8%, nor2_1 4.5%",
routing,wl,1160,um
logic_synthesis,synth_area,587,um2
logic_synthesis,synth-edff-count,0,
die,die_area,6400,um2
routing,drc,0,
cts,tritoncts,yes,
cts,worstSkewPairLatency,0.22,ns
routing,drt_iter0_markers,13,
routing,via_per_inst,4.08,
power_and_ir_drop,power.total,272,uW
cts,h-tree-depth,1,
logic_synthesis,yosysTopAreaCellShare,28.1,%
worst_setup_path,start_kind,register,
sta,slew_violations,0,
cells_and_area,areaGrowthSynthToFinish,29.4,%
worst_setup_path,worstSetupEndpointType,register,
sta,worst_pin_slew,0.410,ns
worst_hold_path,holdPathStages,2,
die,die_height,80,um
routing,routedWlPerCell,9.26,um
die,core,3420,um2
grt,antenna_found_initial,0,
placement,dpl.hpwl,939,um
worst_setup_path,reg2reg_slack,0.18,ns
sta,finalHoldViolCount,0,
grt,grt_max_degree,9,
logic_synthesis,yosysWarnings,97,
cells_and_area,drive_gt1_share,10.1,%
sta,period_needed,0.922,ns
sta,rsz0062_at_grt,false,
worst_setup_path,rr_endpoint,next_state[0],
worst_setup_path,crit_type,register to register,
worst_setup_path,critPathArrivalTime,1.06,ns
sta,fin_crit_sh,83.8,%
power_and_ir_drop,power_leakage,0.281,nW
die,initCoreUtil,17.2,%
routing,antenna_cells,0,
sta,max_freq,1080,MHz
logic_synthesis,postSynthAreaPerCell,8.76,um2
routing,vias,510,
worst_hold_path,hp-start,next_state[0],
sta,untimed_endpoints,13,
cts,clock_tree.buffer_depth,2,
cells_and_area,fill_cells,386,
worst_hold_path,hold_end,next_state[1],
cts,ctsResizeCount,0,
logic_synthesis,ys_seq_elements,14,
die,chipWidth,80,um
cts,postCtsSetupBuffers,0,
sta,unclocked_regs,12,
cts,hold_buffers,0,
logic_synthesis,synth_cell_type_count,30,
cts,cts.clk_slew.worst_paths,0.03,ns
flow_run,warnings,25,
worst_setup_path,cp_data_required_time,1.24,ns
logic_synthesis,synthesis.instances,67,
worst_setup_path,cp_max_fo,5,
sta,tns,0,ns
routing,ant_nets,0,
die,num_io_pins,11,
logic_synthesis,flop_cell,dlxtn_1,
placement,io_buffer_count,10,
grt,grt_first_pass_wirelength,2150,um
worst_setup_path,rr_startpoint,next_state[1],
die,num_rows,21,
worst_setup_path,ff2ff_path_depth,3,
logic_synthesis,yosysChipArea,587,um2
worst_hold_path,worstHoldPathType,register to register,
routing,drt-pass1-iter-count,3,
layout make-up:
type	count	area [um2]	area share [%]
inverters	2	7.51	0.988
multi-input cells	49	344	45.3
well taps	46	57.6	7.58
flip-flops and latches	14	220	29.0
clock buffers	3	22.5	2.97
repair buffers	11	108	14.2
logic make-up (layout without fill, tap and decap cells):
group | Yosys count | count (layout) | share of synthesized area, %
AND-OR/OR-AND | 15 | 15 | 16.6
adder cells (fa/ha/maj) | 2 | 2 | 4.26
flip-flops | 2 | 2 | 6.82
multiplexers | 3 | 3 | 7.68
buffers and inverters | 4 | 16 | 3.84
AND/OR/NAND/NOR | 25 | 25 | 24.1
latches | 12 | 12 | 30.7
XOR/XNOR | 4 | 4 | 5.97
Yosys cell counts (2+ instances only):
library cell / n
a21o_1: 2
xnor2_1: 2
a31oi_1: 2
nand4_1: 2
nand3_1: 4
and2_1: 2
nand2_1: 3
nor2_1: 7
a21oi_1: 4
ha_1: 2
o21ai_0: 2
xor2_1: 2
dlxtn_1: 11
a21boi_0: 2
inv_1: 2
mux2_2: 2
dfxtp_1: 2
or3_1: 2
metal layers:
layer | vias to the layer above | global-route usage, % | share of wire (%)
li1 | 269 | - | -
met1 | 237 | 5.45 | 51
met2 | 4 | 6.18 | 47
met3 | 0 | 0.568 | 2.2
met4 | 0 | 0.352 | 0
met5 | - | 0 | 0
how the worst max path moves through the flow:
stage,start,slack (ns),endpoint,depth (start not counted)
after global routing,next_state[1],0.08,next_state[0],3
final,next_state[1],0.18,next_state[0],3
after CTS,next_state[1],0.16,next_state[0],3
state kept, by name (all words and copies together) (netlist names):
signal and flops:
clock_count 8, outserial 1, next_state 2, index 3
power by group:
| part | switching [mW] | total (mW) | internal, mW |
|---|---|---|---|
| logic | 0.00592 | 0.0385 | 0.0326 |
| clock network | 0.0396 | 0.160 | 0.120 |
| registers | 0.0000183 | 0.0732 | 0.0732 |
| total | 0.0456 | 0.272 | 0.226 |
metrics by stage:
stage,util (%),area (um2),setup WS [ns],hold WS [ns]
floorplan,-,587,0.271,0.437
finish,22.2,759,0.178,0.510
CTS,22.2,759,0.162,0.519
global placement,21.6,737,0.120,0.503
global route,22.2,759,0.0752,0.548
detailed placement,21.6,737,0.0785,0.511
worst max-delay path, stage by stage, from the launching register on:
cell	delay [ns]
dfxtp_1	0.38
and4_1	0.20
nand4_1	0.10
a21boi_0	0.16
Power and IR drop assume default switching activity.
