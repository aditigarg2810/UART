### design/flow/design.v
`timescale 1ns / 1ps
module UART_Receiver
#(parameter CLOCKS_PER_BIT= 217)(
    input clk,
	 input dataserial,
	 output reg [7:0] dataouts
	 );
parameter IDLE = 2'b00, START = 2'b01, DATABIT = 2'b10, STOP = 2'b11;
reg [1:0] next_state;
reg [7:0] clock_count;
reg [2:0] index;
always @(posedge clk)
begin
	case(next_state)
		IDLE: begin
					next_state <= (dataserial==1'b0) ? START: IDLE;
				end
		START: begin
					if(clock_count == ((CLOCKS_PER_BIT - 1)/2))
						begin
							if(dataserial == 1'b0)
								begin
								next_state <= DATABIT;
								end
							else 
								next_state <= IDLE;
							end
					else
						begin
							next_state  <= START;
						end
					end
		DATABIT: begin
						if(clock_count < (CLOCKS_PER_BIT -1))
							begin
							next_state  <= DATABIT;
							end
						else
							begin
							if(index < 3'b111)
								begin
								next_state <= DATABIT;
								end
							else
								begin
								next_state <= STOP;
								end
							end
						end
		STOP: begin
					if(clock_count < (CLOCKS_PER_BIT -1))
						begin
							if(dataserial == 1'b1)
								begin
									next_state <= STOP;
								end
							else 
									next_state <=IDLE;
						end
					else 
						begin
							next_state <= STOP;
						end
					end
		default: next_state <= IDLE;
	endcase
end
	always @(next_state)
		begin
			case(next_state)
				IDLE:
					begin
						clock_count = 8'b0;
						index =3'b0;
					end
				START:
					begin
						if(clock_count == ((CLOCKS_PER_BIT - 1)/2))
						begin
							if(dataserial == 1'b0)
								begin
								clock_count = 8'b0;
								end
						else
							begin
								clock_count = clock_count +1'b1;
							end
						end
					end
				DATABIT:
					begin
						if(clock_count < (CLOCKS_PER_BIT -1))
							begin
							clock_count = clock_count + 1'b1;
							end
						else
							begin
							clock_count = 8'b0;
							dataouts[index]= dataserial;
							if(index < 3'b111)
								begin
								index = index + 1'b1;
								end
							else
								begin
								index = 3'b0;
								end
							end
					end
				STOP:
					begin
						if(clock_count < (CLOCKS_PER_BIT -1))
							begin
								if(dataserial == 1'b1)
									begin
										clock_count = 8'b0;
									end
							end
						else 
							begin
								clock_count = clock_count + 1'b1;
							end
					end
			endcase
		end
endmodule
### design/flow/constraint.sdc
current_design UART_Receiver

set clk_period 1.9
set clk_io_pct 0.2

create_clock -name clk0 -period $clk_period [get_ports {clk}]

set non_clock_inputs [all_inputs -no_clocks]
set_input_delay [expr $clk_period * $clk_io_pct] -clock clk0 $non_clock_inputs
set_output_delay [expr $clk_period * $clk_io_pct] -clock clk0 [all_outputs]
### design/flow/run.sh
#!/bin/bash
# OpenROAD 26Q1-2900-gdf79404cd8, Yosys 0.63+post, stock flow scripts
make -C /OpenROAD-flow-scripts/flow DESIGN_CONFIG=/design/flow/config.mk WORK_HOME=/design/flow/orfs finish
### design/flow/config.mk
export PLATFORM = sky130hd
export DESIGN_NAME = UART_Receiver
export DESIGN_NICKNAME = UART_Receiver
export VERILOG_FILES = /design/flow/design.v
export SDC_FILE = /design/flow/constraint.sdc
export NUM_CORES = 4
export LEC_CHECK = 1
export CORE_AREA = 10 10 74 74
export DIE_AREA = 0 0 84 84
==> results.json <==
{
  "post_cts_buffers": 0,
  "fin_crit_sh": 0.739,
  "fin_area_mm2": 0.00110,
  "hold_ws_ns": 0.569,
  "stdcell_count": 167,
  "dp.cells": 164,
  "p_leak_nw": 0.386,
  "fp_util": 0.232,
  "max_slew.worst_pin.slew_ns": 0.721,
  "die_w_um": 84,
  "yosysCellCount": 108,
  "edf_count": 0,
  "numCtsBuffers": 3,
  "dp_slack_ns": 0.293,
  "post_cts_resized": 0,
  "area_leaders": "dlxtn_1 31%, ha_1 9.5%, dfxtp_1 4.4%, nand3_1 3.3%, o21ai_0 3.3%",
  "cp-endpoint": "next_state[1]$_DFF_P_",
  "required_ns": 2.05,
  "power.density_mw_per_mm2": 247,
  "finalPower_mw": 0.272,
  "crit_fanout": 12,
  "cts_tree": "done",
  "fin_setup_tns_ns": 0,
  "drv_slew": 0,
  "path_class": "input pin to register",
  "final_util": 0.277,
  "synth_cell_type_count": 43,
  "fp.dieH_um": 84,
  "ios": 10,
  "skew_ns": 0.000986,
  "maxSlewHeadroom": 0.515,
  "cp.arrival_ns": 1.55,
  "rsz0062_at_grt": "no",
  "setup_viol": 0,
  "synth.avg_cell_area_um2": 8.52,
  "ys_chip_area_um2": 920,
  "areaGrowthSynthToFinish_pct": 19.6,
  "top_area_cell": "dlxtn_1",
  "antenna_cells": 0,
  "ys_seq_elements": 21,
  "via_per_inst": 4.67,
  "maxCapViolations": 0,
  "grt_max_degree": 13,
  "vias": 780,
  "unclocked_pins": 19,
  "synthCells": 108,
  "dieArea_mm2": 0.00706,
  "num_rows": 23,
  "ctsLongestPathBuffers": 2,
  "port_buffers": 9,
  "drive_gt1_frac": 0.111,
  "rr_worst_depth": 3,
  "grtUsageTotal": 0.0501,
  "finalHoldViolations": 0,
  "crit_start": "dataserial",
  "gp_congestion": 0.787,
  "hold_buffers": 0,
  "grt_pass1_wl_mm": 3.21,
  "flop_cell": "dlxtn_1",
  "timing.rr.start": "next_state[1]$_DFF_P_",
  "dp_hpwl_mm": 1.38,
  "vdd.ir_drop.worst_mv": 0.171,
  "antenna_found_initial": 0,
  "status": "finished, final reports clean",
  "ff2ff_setup_slack_ns": 0.66,
  "clkTransAtPathRegs_ns": 0.03,
  "ys_warn_count": 96,
  "avgRoutedWirePerCell_um": 10.7,
  "grt_pass1_vias": 714,
  "fin_crit_ns": 1.40,
  "fmax_mhz": 713,
  "first_pass_iters": 4,
  "ctsRootBufferMaster": "clkbuf_8",
  "dpl-instance-area_mm2": 0.00106,
  "synth_area_um2": 920,
  "route.detailed.drc": 0,
  "startpoint_type": "input pin",
  "async_reset_ff_frac": 0,
  "clkLatencyLatePin_ns": 0.21,
  "coreArea_mm2": 0.00397,
  "drtIter0Drc": 55,
  "htree_levels": 1,
  "routed_wl_mm": 1.79,
  "drtAntennaViolNets": 0,
  "setup_ws_ns": 0.497,
  "cp-end-kind": "register",
  "common_cells": "19 x dlxtn_1, 8 x inv_1, 7 x ha_1",
  "untimed_endpoints": 27,
  "top_cell": "dlxtn_1",
  "grt_overflow": 0,
  "fillerInstances": 407,
  "min_path_type": "register to register",
  "r2r-end": "next_state[0]$_DFF_P_",
  "netlist.area_leader.share": 0.310,
  "tool_warnings": 30
}
## routing by layer
metal  up-vias  share of wire  track usage
met3         0          0.041      0.00886
met2        15           0.45       0.0794
met5         -              0            0
met1       358           0.51       0.0718
met4         0              0      0.00304
li1        407              -            -
## logic make-up after synthesis
logic type                 Yosys count  synth area share
and+or+nand+nor                     39             0.248
DFF                                  2            0.0435
latches                             19             0.310
xor gates and xnor gates             3            0.0286
muxes                                1            0.0109
buffers and inverters               11            0.0476
AOI/OAI and AO/OA                   26             0.216
adders and majority gates            7            0.0952
## cell usage in the layout, fill, tap and decap left out, types with 3 or more instances in the layout
master / n
nand2_1: 5
o21ai_0: 6
a21oi_1: 3
inv_1: 8
nor3_1: 5
clkbuf_8: 3
clkdlybuf4s50_1: 9
ha_1: 7
dlxtn_1: 19
nor2_1: 3
nand3_1: 6
nand2b_1: 3
## flip-flops by register name (all words and copies together), names as in the netlist
signal       count
clock_count      8
dataouts         8
next_state       2
index            3
## worst max-delay path, cell delays in order
cell and delay, ns:
clkdlybuf4s50_1 0.57, nand2b_1 0.24, nor4_1 0.18, o22a_1 0.18
## worst min path at each step
stage,startpoint,endpoint,slack (ns),cells after the start
after CTS,next_state[0]$_DFF_P_,next_state[0]$_DFF_P_,0.56,2
after global routing,next_state[1]$_DFF_P_,next_state[1]$_DFF_P_,0.63,1
final,next_state[0]$_DFF_P_,next_state[0]$_DFF_P_,0.57,2
## where the power goes
group	internal, mW	leakage [nW]	switching, mW
Combinational	0.0251	0.199	0.0148
Sequential	0.0595	0.165	0.00731
Clock	0.134	0.0216	0.0313
## layout make-up
cell class | instances | area (um^2) | share of cell area
clock buffer | 3 | 41.3 | 0.0375
inverter | 8 | 30.0 | 0.0273
multi-input combinational | 76 | 551 | 0.501
sequential | 21 | 325 | 0.296
tap | 50 | 62.6 | 0.0569
timing repair buffer | 9 | 90.1 | 0.0819
Power and IR drop assume default switching activity.
